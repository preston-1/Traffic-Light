### design.v
module trafficLight(clock,reset, gLength, yLength, rLength, carCount, light,walkButton, walkLight, walkCount);
    input clock;
    input reset; 
    input walkButton;
    input [10:0] gLength;  
    input [10:0] yLength;  
    input [10:0] rLength;  
    output [8:0] carCount;  
    output [1:0] light;  
    output [8:0] walkCount;  
    output walkLight;  
    reg [8:0] carCount; 
    reg [8:0] walkCount;
    reg [1:0] light;
    reg walkLight; 
    reg [10:0] currentCounterGreen;  
    reg [10:0] currentCounterYellow;  
    reg [10:0] currentCounterRed;  
    reg yellowFlipper = 0;  
    reg walkEnable = 0; 
    always @(posedge clock) begin 
        if(reset) begin
            currentCounterGreen <= 0;
            currentCounterYellow <= 0;
            currentCounterRed <= 0;
            light <= 2'b00;
            carCount <= 0;
            walkCount <= 0;
            walkEnable <= 0;
            walkLight <= 0;
            yellowFlipper <= 0;
        end
        else begin
            if(light == 2'b00 && currentCounterGreen == 0 && currentCounterYellow == 0 && currentCounterRed == 0 )begin  
                currentCounterGreen <= gLength;
                currentCounterYellow <= yLength;
                currentCounterRed <= rLength;
                walkEnable <= 0;
                light <= 2'b10;
                walkLight <= 0;
            end
            if(walkButton && (light == 2'b01 || light == 2'b11))begin  
                walkEnable <= walkButton;
            end
            if(light == 2'b10) begin  
                carCount <= carCount + 1;
                currentCounterGreen <= currentCounterGreen - 1;
                if(currentCounterGreen == 0) begin  
                    light <= 2'b01;
                    yellowFlipper = 0;
                end
            end
            else if(light == 2'b01)begin  
                if(yellowFlipper)begin
                    carCount <= carCount + 1;
                    currentCounterYellow <= currentCounterYellow - 1;
                    yellowFlipper <= 0;
                    if(currentCounterYellow == 0)begin
                        light <= 2'b00;  
                    end
                end
                else begin  
                    yellowFlipper <= 1; 
                    currentCounterYellow <= currentCounterYellow - 1;
                    if(currentCounterYellow == 0)begin
                        light <= 2'b00;  
                    end
                end
            end
            else begin  
                if(currentCounterRed != 0)begin
                    if (walkEnable) begin
                        walkLight <= 1;
                        walkCount <= walkCount + 1; 
                    end
                    currentCounterRed <= currentCounterRed - 1;
                end
            end
        end    
    end
endmodule
### config.mk
export PLATFORM = sky130hd
export DESIGN_NAME = trafficLight
export DESIGN_NICKNAME = trafficLight
export VERILOG_FILES = /design/flow/design.v
export SDC_FILE = /design/flow/constraint.sdc
export NUM_CORES = 4
export LEC_CHECK = 1
export CORE_UTILIZATION = 40
### run.sh
#!/bin/bash
# OpenROAD 26Q1-2900-gdf79404cd8, Yosys 0.63+post, stock flow scripts
make -C /OpenROAD-flow-scripts/flow DESIGN_CONFIG=/design/flow/config.mk WORK_HOME=/design/flow/orfs finish
### constraint.sdc
current_design trafficLight

set clk_period 8.4
set clk_io_pct 0.2

create_clock -name clk0 -period $clk_period [get_ports {clock}]

set non_clock_inputs [all_inputs -no_clocks]
set_input_delay [expr $clk_period * $clk_io_pct] -clock clk0 $non_clock_inputs
set_output_delay [expr $clk_period * $clk_io_pct] -clock clk0 [all_outputs]
==> summary.txt <==
run metrics: run status=completed, Log Warnings=29, die width=89.56 microns, ys cells=364, Die Height=approximately 90 microns, proportion of layout cells with a drive suffix above 1=under 10%, Cell Area, Synth=approximately 0.0031 sq mm, Vias=~2800, Max Slew Vio Count=0, die area=roughly 0.008 sq mm, worst setup path class=flip-flop to primary output, Final Skew=0.007232 ns, fp util=a little over two fifths, Filler cells=674, DR WL/cell=approximately 15 microns, Post-synth EDFFs=0, total CTS buffers=5, first-pass GRT wire length=around 12000 microns, minimum clock period=around 3 ns, setup slack at placement=around 5.6 ns, Initial DRT Pass Iterations=4, worst setup margin=~5.4 ns, FP Rows=31, maximum vdd drop=0.2343 mV, n_diodes=0, Dominant Register Cell=dfxtp_1, final hold viol count=0, Syn Inst Count=between 300 and 400, CP max stage cell=clkdlybuf4s50_1, setup TNS=0 ns, Detail Route Antenna Nets=0, cts repair resizes=0, Worst path top cell family by delay=buffers and inverters, Top Layout Cells=dfxtp_1, clkdlybuf4s50_1, a21oi_1, leakage=around 1.3 nW, YS chip area=0.003067 sq mm, setup violators final=0, Pwr Density=395.8 mW/mm^2, clock root buffer=clkbuf_8, WP buf/inv=1, Yosys warnings=1, Max transition margin=a little over a third, RSZ-0062 raised after global routing=no, largest net degree at the start of global routing=approximately 67, Worst-path clk slew=~0.1 ns, CTS tree=built, DR vias/cell=5.594, CP arrival=1.27 ns, most frequently placed logic cell in the final layout=dfxtp_1, Hold Crit Class=flip-flop to flip-flop, I/O Buffers=~56, Worst Setup End Kind=primary output, setup bufs post-CTS=0, clk latency of the worst-skew pair=0.31 ns, clk buf depth=2, Global Route Usage Sum=approximately a fifth, hold slack=~0.49 ns, CP required=6.72 ns, final period utilization=35.15%, Mean Syn Cell Area=between 8 and 9 sq um, post-DP HPWL=between 4000 and 5000 microns, ys async rst share=0%, Sink Count=~56, vias in the first global route=around 2500, Slowest Stage Delay on Critical Path=0.51 ns, ys flops=approximately 56, Max-Cap Viols=0, Post-CTS Hold Buffers=0, io pins=57, drt initial violations=between 100 and 150, Reg2Reg Setup Slack=between 5 and 6 ns, CORE AREA=0.007331 sq mm, initial antenna violation count=0, gpl congestion=0.7912, crit-path cells=clkdlybuf4s50_1, f_max=338.7 MHz, gr ovfl total=0, H-tree Lvls=2, Area Growth Syn to Fin=23.26%, # DRC=0, Netlist cell types=~53, worst-margin pin slew=about 0.95 ns, Post-Route WL=between 7000 and 8000 microns, CP Launch Type=flip-flop, Post-synth seq share=approximately 37%, CP Max Fanout=6
per-stage QoR:
step | instances | utilization (%) | power [W] | cell area [sq um]
after CTS | 508 | 51.56 | 0.001494 | 3780
after global placement | 500 | 50.33 | 0.001327 | 3690
after detailed placement | 500 | 50.33 | 0.001331 | 3690
final | 508 | 51.56 | 0.001496 | 3780
after floorplan | 364 | - | 0.001093 | 3067
after global routing | 508 | 51.56 | 0.001615 | 3780
sequential cells by signal, indices dropped and copies added (netlist names):
signal	cells
currentCounterGreen	11
walkCount	9
currentCounterYellow	11
walkLight	1
light	2
carCount	9
currentCounterRed	11
yellowFlipper	1
walkEnable	1
worst paths after layout:
path                           startpoint                   end  cells past startpoint
setup / recovery             walkCount[0]          walkCount[0]                      1
hold / removal               walkCount[8]          walkCount[8]                      2
setup reg to reg  currentCounterYellow[2]  currentCounterRed[1]                      4
hold reg to reg              walkCount[8]          walkCount[8]                      2
layer usage:
layer	wire [microns]	GRT usage (%)	vias up
met5	0	0	-
met4	35	1.587	0
met3	262	2.341	2
met2	3323	31.47	51
met1	3746	30.04	1332
li1	-	-	1457
worst reg2reg max path: stages (launching register included):
cell and delay [ns]:
dfxtp_1 0.36, or4_1 0.63, nand4bb_1 0.60, nor3_1 0.80, o211ai_1 0.18
Yosys cell counts (3+ instances only):
cell	count	share of area, %
a31oi_1	9	1.8
nor2b_1	6	1.2
o211ai_1	3	0.73
clkbuf_1	19	2.3
nand4_1	20	4.1
o311a_1	3	0.98
or4_4	3	1.1
xnor2_1	12	3.4
xor2_1	7	2.0
nor4_1	9	1.8
nand3_1	5	0.82
nor2_1	25	3.1
a21o_1	5	1.2
ha_1	10	4.1
nor3_1	9	1.5
o21ai_0	10	1.6
o22ai_1	9	1.8
or3b_2	4	1.1
nand2_1	18	2.2
a21oi_1	30	4.9
or4_1	15	3.7
dfxtp_1	56	37
nand2b_1	11	2.2
o31ai_1	6	1.5
or3_1	14	2.9
o41ai_1	3	0.86
inv_1	12	1.5
where the power goes:
part	switching, W	internal (W)
logic	0.000600	0.000325
registers	0.0000752	0.000340
clock network	0.0000877	0.0000676
area by class of cell:
cell class | count | area [sq um] | share of cell area, %
Timing Repair Buffer | 61 | 593.1 | 15.69
Multi-Input combinational cell | 272 | 1807 | 47.80
Clock buffer | 8 | 90.09 | 2.383
Sequential cell | 56 | 1121 | 29.66
Inverter | 12 | 45.04 | 1.192
Tap cell | 99 | 123.9 | 3.277
cells by family (layout without fill, tap and decap cells):
kind of cell,count (synthesis),in the layout,synth area share [%]
AND-OR/OR-AND,91,91,19.38
adder cells (fa/ha/maj),10,10,4.080
buffers and inverters,36,81,4.977
multiplexers,2,2,0.6528
XOR/XNOR,19,19,5.426
flip-flops,56,56,36.56
AND/OR/NAND/NOR,150,150,28.93
Power is estimated from default activity; no workload was simulated.
